[flow/run.sh]
#!/bin/bash
# OpenROAD 26Q1-2900-gdf79404cd8, Yosys 0.63+post, stock flow scripts
make -C /OpenROAD-flow-scripts/flow DESIGN_CONFIG=/design/flow/config.mk WORK_HOME=/design/flow/orfs finish
[flow/config.mk]
export PLATFORM = sky130hd
export DESIGN_NAME = sd_controller
export DESIGN_NICKNAME = sd_controller
export VERILOG_FILES = /design/flow/design.v
export SDC_FILE = /design/flow/constraint.sdc
export NUM_CORES = 4
export LEC_CHECK = 1
export CORE_UTILIZATION = 30
[flow/constraint.sdc]
current_design sd_controller

set clk_period 12.4
set clk_io_pct 0.2

create_clock -name clk0 -period $clk_period [get_ports {clk}]

set non_clock_inputs [all_inputs -no_clocks]
set_input_delay [expr $clk_period * $clk_io_pct] -clock clk0 $non_clock_inputs
set_output_delay [expr $clk_period * $clk_io_pct] -clock clk0 [all_outputs]
[flow/design.v]
`timescale 1ns / 1ps
module sd_controller(
    output reg cs,  
    output mosi,  
    input miso,  
    output sclk,  
    input rd,    
    output reg [7:0] dout,  
    output reg byte_available,  
	 output [9:0]byte_counter,
    input wr,    
    input [7:0] din,  
    output reg ready_for_next_byte,  
    input reset,  
    output ready,  
    input [31:0] address,    
    input clk,   
    output [4:0] status,  
	 output reg [7:0] recv_data,  
	 output reg reading,
	 output reg read_done
);
    parameter RST = 0;
    parameter INIT = 1;
    parameter CMD0 = 2;
	 parameter CMD1 = 21;
    parameter CMD8 = 3;
    parameter CMD55 = 4;
    parameter CMD41 = 5;
    parameter POLL_CMD = 6;
    parameter IDLE = 7;
    parameter READ_BLOCK = 8;
    parameter READ_BLOCK_WAIT = 9;
    parameter READ_BLOCK_DATA = 10;
    parameter READ_BLOCK_CRC = 11;
    parameter SEND_CMD = 12;
    parameter RECEIVE_BYTE_WAIT = 13;
    parameter RECEIVE_BYTE = 14;
    parameter WRITE_BLOCK_CMD = 15;
    parameter WRITE_BLOCK_INIT = 16;
    parameter WRITE_BLOCK_DATA = 17;
    parameter WRITE_BLOCK_BYTE = 18;
    parameter WRITE_BLOCK_WAIT = 19;
	 parameter DEBUG = 20;
    parameter WRITE_DATA_SIZE = 515;
    reg [4:0] state = RST;
    assign status = state;
    reg [4:0] return_state;
    reg sclk_sig;
    reg [55:0] cmd_out;
    reg cmd_mode = 1;
    reg [7:0] data_sig = 8'hFF;
    reg [9:0] byte_counter;
    reg [9:0] bit_counter;
    always @(posedge clk) 
	 begin
        if(reset == 1) 
		  begin
            state <= RST;
            sclk_sig <= 1'b0;
        end
        else 
		  begin
            case(state)
                RST: begin
                        sclk_sig <= 0;
                        cmd_out <= {56{1'b1}};
                        byte_counter <= 0;
                        byte_available <= 0;
                        ready_for_next_byte <= 0;
                        cmd_mode <= 1;
                        bit_counter <= 160;
                        cs <= 1;
                        state <= INIT;
								read_done <= 1'b0;
								reading <= 1'b0;
                end
                INIT: begin
                    if(bit_counter == 0) begin
                        cs <= 0;
                        state <= CMD0;
                    end
                    else begin
                        bit_counter <= bit_counter - 1;
                        sclk_sig <= ~sclk_sig;
                    end
                end
                CMD0: begin 
                    cmd_out <= 56'hFF_40_00_00_00_00_95;
                    bit_counter <= 55;
                    return_state <= CMD8;
                    state <= SEND_CMD;
                end
                CMD8: begin
                    cmd_out <= 56'hFF_48_00_00_01_AA_87;
                    bit_counter <= 55;
                    return_state <= CMD55;
                    state <= SEND_CMD;
                end
                CMD55: begin
                    cmd_out <= 56'hFF_77_00_00_00_00_65;
                    bit_counter <= 55;
                    return_state <= CMD41;
                    state <= SEND_CMD;
                end
                CMD41: begin
                    cmd_out <= 56'hFF_69_40_00_00_00_01;
                    bit_counter <= 55;
                    return_state <= POLL_CMD;
                    state <= SEND_CMD;
                end
                POLL_CMD: begin
                    if(recv_data[0] == 0) 
						  begin
                        state <= IDLE;
                    end
                    else begin
                        state <= CMD55;
                    end
                end
                IDLE: begin
                    if(rd == 1) 
						  begin
                        state <= READ_BLOCK;
								read_done <= 1'b0;
                    end
                    else if(wr == 1) begin
                        state <= WRITE_BLOCK_CMD;
                    end
                    else begin
                        state <= IDLE;
                    end
                end
                READ_BLOCK: begin
                    cmd_out <= {16'hFF_51,address,8'hFF};  
                    bit_counter <= 55;
                    return_state <= READ_BLOCK_WAIT;
                    state <= SEND_CMD;
                end
                READ_BLOCK_WAIT: begin
                    if(sclk_sig == 1 && miso == 0) begin
                        byte_counter <= 0;  
                        bit_counter <= 7;
								reading <= 1'b1;
                        return_state <= READ_BLOCK_DATA;
                        state <= RECEIVE_BYTE;
                    end
                    sclk_sig <= ~sclk_sig;
                end
                READ_BLOCK_DATA: begin
                    dout <= recv_data;
                    byte_available <= 1;
                    if (byte_counter == 511) begin   
                        bit_counter <= 7;
								reading <= 1'b0;
                        return_state <= READ_BLOCK_CRC;
                        state <= RECEIVE_BYTE;
                    end
                    else begin
                        byte_counter <= byte_counter + 1;   
                        return_state <= READ_BLOCK_DATA;
								read_done <= 1'b0;
								reading <= 1'b1;
                        bit_counter <= 7;
                        state <= RECEIVE_BYTE;
                    end
                end
                READ_BLOCK_CRC: begin
                    bit_counter <= 7;
                    return_state <= IDLE;
						  read_done <= 1'b1;
                    state <= RECEIVE_BYTE;
                end
                SEND_CMD: begin
                    if (sclk_sig == 1) begin
                        if (bit_counter == 0) begin
                            state <= RECEIVE_BYTE_WAIT;
                        end
                        else begin
                            bit_counter <= bit_counter - 1;
                            cmd_out <= {cmd_out[54:0], 1'b1};
                        end
                    end
                    sclk_sig <= ~sclk_sig;
                end
                RECEIVE_BYTE_WAIT: begin
                    if (sclk_sig == 1) begin
                        if (miso == 0) begin
                            recv_data <= 0;
                            bit_counter <= 6;
                            state <= RECEIVE_BYTE;
                        end
                    end
                    sclk_sig <= ~sclk_sig;
                end
                RECEIVE_BYTE: begin
                    byte_available <= 0;
                    if (sclk_sig == 1) begin
                        recv_data <= {recv_data[6:0], miso};
                        if (bit_counter == 0) begin
                            state <= return_state;
                        end
                        else begin
                            bit_counter <= bit_counter - 1;
                        end
                    end
                    sclk_sig <= ~sclk_sig;
                end
					 DEBUG: begin
					 end
					 WRITE_BLOCK_CMD: begin
                    cmd_out <= {16'hFF_58, address, 8'hFF};
                    bit_counter <= 55;
                    return_state <= WRITE_BLOCK_INIT;
                    state <= SEND_CMD;
		            ready_for_next_byte <= 1;
                end
                WRITE_BLOCK_INIT: begin
                    cmd_mode <= 0;
                    byte_counter <= WRITE_DATA_SIZE; 
                    state <= WRITE_BLOCK_DATA;
                    ready_for_next_byte <= 0;
                end
                WRITE_BLOCK_DATA: begin
                    if (byte_counter == 0) begin
                        state <= RECEIVE_BYTE_WAIT;
                        return_state <= WRITE_BLOCK_WAIT;
                    end
                    else begin
                        if ((byte_counter == 2) || (byte_counter == 1)) begin
                            data_sig <= 8'hFF;
                        end
                        else if (byte_counter == WRITE_DATA_SIZE) begin
                            data_sig <= 8'hFE;
                        end
                        else begin
                            data_sig <= din;
                            ready_for_next_byte <= 1;
                        end
                        bit_counter <= 7;
                        state <= WRITE_BLOCK_BYTE;
                        byte_counter <= byte_counter - 1;
                    end
                end
                WRITE_BLOCK_BYTE: begin
                    if (sclk_sig == 1) begin
                        if (bit_counter == 0) begin
                            state <= WRITE_BLOCK_DATA;
                            ready_for_next_byte <= 0;
                        end
                        else begin
                            data_sig <= {data_sig[6:0], 1'b1};
                            bit_counter <= bit_counter - 1;
                        end;
                    end;
                    sclk_sig <= ~sclk_sig;
                end
                WRITE_BLOCK_WAIT: begin
                    if (sclk_sig == 1) begin
                        if (miso == 1) begin
                            state <= IDLE;
                            cmd_mode <= 1;
                        end
                    end
                    sclk_sig <= ~sclk_sig;
                end
            endcase
        end
    end
    assign sclk = sclk_sig;
    assign mosi = cmd_mode ? cmd_out[55] : data_sig[7];
    assign ready = (state == IDLE);
	 assign read_mbr = (state == return_state);
endmodule
==> metrics.txt <==
# HELP chip_impl_metric Implementation results
# TYPE chip_impl_metric gauge
chip_impl_info{name="run_status",value="completed"} 1
chip_impl_info{name="terminus_of_the_critical_flop_to_flop_path",value="cmd_out[6]"} 1
chip_impl_metric{name="final_layout_size_suffix_gt1_share",unit="%"} 9.09
chip_impl_metric{name="post_drt_wl_per_cell",unit="um"} 18.2
chip_impl_metric{name="power-per-cell-area",unit="nW/um2"} 222
chip_impl_metric{name="cts_buffer_depth",unit=""} 2
chip_impl_metric{name="worst-endpoint-arrival",unit="ns"} 2.30
chip_impl_metric{name="global_route.usage.total",unit="%"} 16.9
chip_impl_info{name="timing.critical_path.max_delay_family",value="buffers and inverters"} 1
chip_impl_metric{name="route.final.wire_length",unit="mm"} 16.6
chip_impl_metric{name="gp_routability_congestion",unit=""} 0.914
chip_impl_info{name="cts_tree",value="built"} 1
chip_impl_metric{name="tool_warnings",unit=""} 29
chip_impl_info{name="worst_hold_launch",value="recv_data[7]"} 1
chip_impl_metric{name="worst-r2r-cell-count",unit=""} 7
chip_impl_metric{name="reg2reg_setup_slack",unit="ns"} 9.21
chip_impl_metric{name="first_global_vias",unit=""} 4822
chip_impl_metric{name="num_vias",unit=""} 4926
chip_impl_metric{name="grt_antenna_before_repair",unit=""} 0
chip_impl_metric{name="fin_crit",unit="ns"} 4.78
chip_impl_metric{name="max_cap_viol_count",unit=""} 0
chip_impl_metric{name="bufs_and_invs_on_worst_path",unit=""} 2
chip_impl_info{name="cts.root.buffer_cell",value="sky130_fd_sc_hd__clkbuf_16"} 1
chip_impl_info{name="final_common_cell",value="sky130_fd_sc_hd__edfxtp_1"} 1
chip_impl_metric{name="design.die.area",unit="um2"} 21000
chip_impl_metric{name="chipWidth",unit="um"} 145
chip_impl_metric{name="synth_chip_area",unit="um2"} 6130
chip_impl_metric{name="drc_errors",unit=""} 0
chip_impl_metric{name="ctsHoldBuffers",unit=""} 0
chip_impl_metric{name="worst_hold_path.num_cells",unit=""} 0
chip_impl_metric{name="cts.htree.levels",unit=""} 4
chip_impl_metric{name="fp-row-count",unit=""} 51
chip_impl_metric{name="maxSlewHeadroom",unit="%"} 48.6
chip_impl_info{name="topCellsByArea",value="sky130_fd_sc_hd__edfxtp_1, sky130_fd_sc_hd__a221o_1, sky130_fd_sc_hd__nand2_1, sky130_fd_sc_hd__a21oi_1, sky130_fd_sc_hd__nor2_1"} 1
chip_impl_metric{name="cts_post_setup_buffers_inserted",unit=""} 0
chip_impl_metric{name="area.growth.synth_to_final",unit="%"} 27.5
chip_impl_metric{name="final_hold_viol_count",unit=""} 0
chip_impl_metric{name="pin_count",unit=""} 84
chip_impl_metric{name="finalCritPeriodShare",unit="%"} 38.6
chip_impl_metric{name="ys_seq_share",unit="%"} 55.8
chip_impl_metric{name="synth-seq-cells",unit=""} 116
chip_impl_info{name="cp-end-kind",value="output port"} 1
chip_impl_metric{name="worst_slack",unit="ns"} 7.62
chip_impl_metric{name="detail_route.vias_per_cell",unit=""} 5.39
chip_impl_metric{name="numPlacedInstances",unit=""} 882
chip_impl_metric{name="synthCells",unit=""} 562
chip_impl_info{name="synth-main-ff-cell",value="sky130_fd_sc_hd__edfxtp_1"} 1
chip_impl_info{name="launching_element_type_of_the_critical_path",value="flop"} 1
chip_impl_metric{name="hpwl",unit="mm"} 11.3
chip_impl_info{name="startpoint",value="state[1]"} 1
chip_impl_metric{name="max_stage_delay",unit="ns"} 0.54
chip_impl_metric{name="worst_margin_slew",unit="ns"} 0.765
chip_impl_metric{name="cts_repair_resize_count",unit=""} 0
chip_impl_info{name="final_cell_mix",value="sky130_fd_sc_hd__edfxtp_1, sky130_fd_sc_hd__clkdlybuf4s50_1, sky130_fd_sc_hd__nand2_1, sky130_fd_sc_hd__nor2_1, sky130_fd_sc_hd__a21oi_1"} 1
chip_impl_metric{name="drt-pass1-iter-count",unit=""} 5
chip_impl_metric{name="vdd.ir_drop.worst",unit="mV"} 0.0976
chip_impl_metric{name="async_flop_share",unit="%"} 0
chip_impl_metric{name="clock-sinks",unit=""} 116
chip_impl_metric{name="worst_skew_pair.late_latency",unit="ns"} 0.41
chip_impl_metric{name="clock.fmax",unit="MHz"} 209
chip_impl_metric{name="antenna_left",unit=""} 0
chip_impl_metric{name="antenna_diode_count",unit=""} 0
chip_impl_metric{name="share_of_yosys_cell_area_claimed_by_the_top_area_cell_type",unit="%"} 53.8
chip_impl_metric{name="die_y",unit="um"} 145
chip_impl_info{name="top_area_cell",value="sky130_fd_sc_hd__edfxtp_1"} 1
chip_impl_info{name="worst_hold_path_type",value="flop to flop"} 1
chip_impl_info{name="rsz_0062_raised_after_global_routing",value="no"} 1
chip_impl_metric{name="ys_warn_count",unit=""} 2
chip_impl_metric{name="drt_iter0_markers",unit=""} 525
chip_impl_metric{name="final_cell_count_no_fill",unit=""} 914
chip_impl_metric{name="portBuffers",unit=""} 83
chip_impl_metric{name="grt_first_pass_wirelength",unit="mm"} 27.0
chip_impl_metric{name="dpl_worst_slack",unit="ns"} 7.55
chip_impl_metric{name="worst_setup_hold_path_clk_slew",unit="ns"} 0.05
chip_impl_metric{name="power.static_leakage",unit="uW"} 0.00253
chip_impl_metric{name="post_synth_instance_area",unit="um2"} 6130
chip_impl_metric{name="worst-endpoint-required",unit="ns"} 9.92
chip_impl_metric{name="count_of_pins_over_their_slew_limit",unit=""} 0
chip_impl_metric{name="whs",unit="ns"} 0.461
chip_impl_metric{name="ys_types",unit=""} 64
chip_impl_info{name="crit_slowest_cell",value="sky130_fd_sc_hd__clkdlybuf4s50_1"} 1
chip_impl_metric{name="grt_remaining_overflow",unit=""} 0
chip_impl_metric{name="grt_start_max_net_pins",unit=""} 56
chip_impl_metric{name="setup-violations-final",unit=""} 0
chip_impl_metric{name="dpl-instance-area",unit="um2"} 7240
chip_impl_metric{name="crit_fanout",unit=""} 38
chip_impl_metric{name="post-route-cell-area",unit="um2"} 7820
chip_impl_metric{name="edf_count",unit=""} 110
chip_impl_info{name="timing_worst_setup_path_type",value="flop to output port"} 1
chip_impl_metric{name="setup_tns",unit="ns"} 0
chip_impl_metric{name="placeableCoreArea",unit="um2"} 19800
chip_impl_metric{name="syn_avg_cell_area",unit="um2"} 10.9
chip_impl_info{name="hold_path_end",value="dout[7]"} 1
chip_impl_metric{name="floorplan.initialDensity",unit="%"} 31.0
chip_impl_metric{name="cts_inserted_buffers",unit=""} 17
chip_impl_info{name="ordered_list_of_cells_on_the_worst_path",value="buf_4, nand2_1, nor3_1, clkdlybuf4s50_1"} 1
chip_impl_metric{name="synth-cells-yosys",unit=""} 562
chip_impl_info{name="timing.rr.start",value="state[2]"} 1
chip_impl_metric{name="fin_worst_skew",unit="ns"} 0.00791
worst max path at each step:
stage | end | cells after the start
after CTS | ready | 4
final | ready | 4
after global routing | ready | 4
Yosys cell counts, drive strengths merged (4+ instances only):
master,instances
a21oi,36
a221o,31
a221oi,9
a22oi,4
and2,11
and3,6
buf,22
clkbuf,18
dfxtp,6
edfxtp,110
ha,6
inv,13
mux2i,4
nand2,54
nand2b,7
nand3,9
nor2,46
nor2b,9
nor3,18
nor4,6
o21a,4
o21ai,27
o22a,11
o22ai,8
o31ai,5
o41ai,4
or2,6
or3,14
xnor2,6
xor2,4
registers in the layout, indices dropped and copies added, names as in the netlist:
register	cells
recv_data	8
cmd_out	55
cs	1
ready_for_next_byte	1
sclk_sig	1
return_state	5
byte_available	1
byte_counter	10
state	5
reading	1
cmd_mode	1
dout	8
read_done	1
data_sig	8
bit_counter	10
per-layer routing:
metal  vias to the layer above  routed length, um  global-route usage (%)
met3                        19               1360                    5.10
met1                      2370               7580                    26.4
li1                       2339                  -                       -
met5                         -                  0                       0
met2                       198               7430                    24.7
met4                         0                263                    2.07
power breakdown:
part | internal, uW | leakage (uW) | switching, uW
Clock | 296 | 0.000272 | 180
Combinational | 231 | 0.00125 | 338
Sequential | 617 | 0.00100 | 77.0
Total | 1140 | 0.00253 | 595
stage by stage:
| stage | total power (uW) | util [%] |
|---|---|---|
| 2_1_floorplan | 1060 | - |
| 3_3_place_gp | 1250 | 36.6 |
| 3_5_place_dp | 1260 | 36.6 |
| 4_1_cts | 1750 | 39.6 |
| 5_1_grt | 1840 | 39.6 |
| 6_report | 1740 | 39.6 |
worst register-to-register path, delay by kind of cell (launching register included):
family / cells / cell delay, ns
AND/OR/NAND/NOR: 1 / 0.65
buffers and inverters: 3 / 1.14
flip-flops: 1 / 0.30
AND-OR/OR-AND: 3 / 0.66
cell families (layout without fill, tap and decap cells):
family / count (synthesis) / in the layout / share of synthesized area [%]
xor+xnor: 10 / 10 / 1.43
flops: 116 / 116 / 55.8
fa+ha+maj: 6 / 6 / 1.22
mux: 5 / 5 / 0.836
buf+inv: 54 / 141 / 3.69
compound gates: 165 / 165 / 19.5
simple gates: 206 / 206 / 17.5
layout make-up:
cell class	count	area, um2
Multi-Input combinational cell	392	2510
Sequential cell	116	3420
Inverter	14	52.6
Timing Repair Buffer	95	921
Fill cell	1900	12000
Tap cell	265	332
Clock buffer	17	425
Clock inverter	15	156
No activity file was given, so power comes from the tool's default toggle rates.
